### flow/constraint.sdc
current_design hex_to_sevenseg

set clk_period 1.0
set clk_io_pct 0.2

create_clock -name clk0 -period $clk_period

set non_clock_inputs [all_inputs -no_clocks]
set_input_delay [expr $clk_period * $clk_io_pct] -clock clk0 $non_clock_inputs
set_output_delay [expr $clk_period * $clk_io_pct] -clock clk0 [all_outputs]
### flow/run.sh
#!/bin/bash
# OpenROAD 26Q1-2900-gdf79404cd8, Yosys 0.63+post, stock flow scripts
make -C /OpenROAD-flow-scripts/flow DESIGN_CONFIG=/design/flow/config.mk WORK_HOME=/design/flow/orfs finish
### flow/config.mk
export PLATFORM = sky130hd
export DESIGN_NAME = hex_to_sevenseg
export DESIGN_NICKNAME = hex_to_sevenseg
export VERILOG_FILES = /design/flow/design.v
export SDC_FILE = /design/flow/constraint.sdc
export NUM_CORES = 4
export LEC_CHECK = 1
export CORE_AREA = 10 10 70 70
export DIE_AREA = 0 0 80 80
### flow/design.v
module hex_to_sevenseg(
  input [3:0] IN,
  output [7:0] OUT
);
  reg [7:0] out_reg;
  always @ (IN) begin
    case(IN)
      4'h0: out_reg = 8'b01000000;
      4'h1: out_reg = 8'b01111001;
      4'h2: out_reg = 8'b00100100;
      4'h3: out_reg = 8'b00110000;
      4'h4: out_reg = 8'b00011001;
      4'h5: out_reg = 8'b00010010;
      4'h6: out_reg = 8'b00000010;
      4'h7: out_reg = 8'b01111000;
      4'h8: out_reg = 8'b00000000;
      4'h9: out_reg = 8'b00010000;
      4'ha: out_reg = 8'b10001000;
      4'hb: out_reg = 8'b10000000;
      4'hc: out_reg = 8'b11000110;
      4'hd: out_reg = 8'b11000000;
      4'he: out_reg = 8'b10000110;
      4'hf: out_reg = 8'b10001110;
    default: out_reg = 8'b11111111;
    endcase
  end
  assign OUT = out_reg;
endmodule
==> impl_metrics.toml <==
# yosys + openroad results
[power]
seqPwrFrac = 0
power.density_nw_per_um2 = 370.2
p_switching_mw = 0.08825
vdd_drop_max_uv = 54.55
p_int_mw = 0.1392
p_comb_frac = 1.000
fin_total_pwr_mw = 0.2275
clockPowerShare = 0
swShare = 0.3880
leakage_nw = 0.2726

[worst_hold_path]
min_to = "OUT[0]"
min_path_cells = 4
hold_class = "input pin to primary output"
worstHoldStart = "IN[3]"

[grt]
grt_remaining_overflow = 0
use_met2 = 0.03692
grt_pass1_vias = 274
grt_pass1_wl_mm = 1.207
gr-usage-met1 = 0.02646
grt_max_degree = 6
grt.total_usage = 0.02080
top_usage_layer = "met2"
antenna_found_initial = 0
use_met3 = 0.004545

[critical_path]
max_stage_delay_ns = 0.43
path_cells = "buf_12 > inv_8 > ha_4 > inv_2 > mux4_2 > buf_2"
worst-setup-path-type = "input pin to primary output"
cp-start-kind = "input pin"
crit_path_max_fanout = 4
cp_data_arrival_time_ns = 1.17
slowest_stage = "mux4_2"
end_kind = "primary output"
cp.required_ns = 0.80

[synthesis]
ys_chip_area_sq_um = 249.0
synth_seq_share = 0
yosysWarningCount = 1
ys_cells = 28
syn_inst = 28
avgSynthCellArea_sq_um = 8.892
synth_cell_types = 16
netlist_area_sq_um = 249.0

[placed_design]
dpl.hpwl_um = 586.8
gp_congestion = 0.7369
dp.cells = 92
numPortBuffers = 12
post_dp_cell_area_sq_um = 525.5

[run_status]
status = "finished, violations left"
violations = "negative setup slack"

[sta]
slew_headroom = 0.8841
rsz0062_at_grt = "yes"
min_period_ns = 1.372
slew_violations = 0
worstMarginPinSlew_ns = 0.1690
setup_viol = 7
max_freq_mhz = 728.7
finalClockPeriodUsage = 1.372
hold_violations = 0
fin_ws_ns = -0.3723

[final_layout]
clock_buffers = 0
area_growth_pct = 146.7
fin_cells = 97
fin_util = 0.1799
flops = 0
flop_area_sq_um = 0
layout-drive-gt1-share = 0.8039
final_area_sq_um = 614.3

[run]
drv_cap = 0
warning_count = 40

[die]
dieArea_sq_um = 6400
io_pins = 12
fp.dieW_um = 80
rows = 21
coreArea_sq_um = 3416
die_height_um = 80
initial_core_util = 0.07289

[routing]
via_count = 285
detail-route-antenna-nets = 0
dr.pass1.iters = 2
vias_per_cell = 2.938
drt-initial-drc-count = 6
drc = 0
antenna_cells = 0
wl_per_cell_um = 8.412
finalWirelength_um = 816
-- synth_stat cells --
library cell / n / share of area
mux4_2: 1 / 0.090
a211oi_2: 1 / 0.050
nor2_1: 2 / 0.030
buf_6: 1 / 0.045
nor2b_2: 1 / 0.035
inv_1: 4 / 0.060
o22ai_1: 2 / 0.050
xor2_1: 1 / 0.035
o2bb2ai_1: 1 / 0.035
ha_1: 6 / 0.30
mux2i_1: 2 / 0.080
nand2b_4: 1 / 0.055
o21a_1: 1 / 0.030
o211a_1: 1 / 0.040
buf_4: 1 / 0.030
nand2_1: 2 / 0.030
-- timing repair --
item / CTS / global route
hold buffers: 0 / 0
resized: 59 / 9
buffers inserted: 4 / 3
setup endpoints to repair: 8 / 7
pin swaps: 9 / 6
-- cell families (layout without fill, tap and decap cells) --
family,Yosys count,count (layout),synth area share
xor+xnor,1,1,0.03518
simple gates,6,6,0.1508
fa+ha+maj,6,6,0.3015
compound gates,6,6,0.2060
buf+inv,6,29,0.1357
mux,3,3,0.1709
-- worst max-delay path: cells and delay by family --
family                     cells  cell delay (ns)
buffers and inverters          4             0.28
adders and majority gates      1             0.26
muxes                          1             0.43
-- how the worst max path moves through the flow --
stage	startpoint	end	slack, ns	cells past startpoint
4_1_cts	IN[0]	OUT[3]	-0.46	6
5_1_grt	IN[1]	OUT[3]	-0.41	6
6_report	IN[1]	OUT[3]	-0.37	6
-- layer usage --
layer / up-vias / share of wire
li1: 146 / -
met1: 131 / 0.46
met2: 8 / 0.49
met3: 0 / 0.050
met4: 0 / 0
met5: - / 0
-- layout make-up --
cell class,instances,area [sq um]
inverters,4,37.54
fillers,379,2801
multi-input cells,22,284.0
repair buffers,25,235.2
well taps,46,57.56
-- cells in the final DEF (no fill, tap or decap), drive strengths merged --
cell,netlist,final
a211oi,1,1
xor2,1,1
o211a,1,1
nand2,2,2
clkbuf,0,1
o2bb2ai,1,1
nand2b,1,1
ha,6,6
nor2b,1,1
mux2i,2,2
o21a,1,1
o22ai,2,2
buf,2,23
clkdlybuf4s15,0,1
mux4,1,1
inv,4,4
nor2,2,2
-- power groups by stage --
stage / Combinational, mW / Clock (mW) / Sequential [mW]
4_1_cts: 0.217 / 0 / 0
5_1_grt: 0.247 / 0 / 0
6_report: 0.227 / 0 / 0
-- stage by stage --
stage | hold slack, ns | TNS, ns | setup slack (ns)
2_1_floorplan | 0.4250 | -0.09187 | -0.09187
5_1_grt | 0.7897 | -1.719 | -0.4126
6_report | 0.7591 | -1.461 | -0.3723
4_1_cts | 0.7611 | -2.136 | -0.4646
3_5_place_dp | 1.512 | -8.321 | -1.244
3_3_place_gp | 1.521 | -8.296 | -1.249
Power and IR drop assume default switching activity.
