### ./design.v
`timescale 1ns / 1ps
module circular_buff(
  input                       CLK,
  input                       RST,
  input                       WRITE,
  input   [DATAWIDTH - 1 : 0] WRDATA,
  input                       READ,
  output  [DATAWIDTH - 1 : 0] RDDATA,
  output                      ISFULL,
  output                      ISEMPTY
);
  parameter DATAWIDTH = 8;
  parameter BUFFSIZE  = 8;
  parameter PTRSIZE   = 3;
  reg [PTRSIZE : 0] buff_count;
  reg [PTRSIZE - 1 : 0] wrptr;
  reg [PTRSIZE - 1 : 0] rdptr;
  reg wren;
  memory mem(
              .CLK(CLK),
              .WREN(wren),
              .WRADDR(wrptr),
              .WRDATA(WRDATA),
              .RDADDR(rdptr),
              .RDDATA(RDDATA)
            );
  always @ (posedge CLK) begin
    if(RST == 1'b1) begin
      wrptr <= 0;
      rdptr <= 0;
      buff_count <= 0;
      wren <= 0;
    end
    else begin
      case({READ, WRITE})
        'b01: begin
          if(buff_count < BUFFSIZE) begin
            wren <= 1;
            wrptr <= wrptr + 1'b1;
            buff_count <= buff_count + 1'b1;
          end
          else begin
            wren <= 0;
            wrptr <= wrptr;
            buff_count <= buff_count;
          end
        end
        'b10: begin
          wren <= 0;
          if(buff_count > 0) begin
            rdptr <= rdptr + 1'b1;
            buff_count <= buff_count - 1'b1;
          end
          else begin
            rdptr <= rdptr;
            buff_count <= buff_count;
          end
        end
        'b11: begin
          if((buff_count > 0) && (buff_count < BUFFSIZE)) begin
            wren <= 1;
            wrptr <= wrptr + 1'b1;
            rdptr <= rdptr + 1'b1;
            buff_count <= buff_count;
          end
          else if(buff_count == 0) begin
            wren <= 1;
            wrptr <= wrptr + 1'b1;
            buff_count <= buff_count + 1'b1;
          end
          else if(buff_count == BUFFSIZE) begin
            wren <= 1;
            wrptr <= wrptr + 1'b1;
            rdptr <= rdptr + 1'b1;
            buff_count <= buff_count;
          end
          else begin
            wren <= wren;
            wrptr <= wrptr;
            rdptr <= rdptr;
            buff_count <= buff_count;
          end
        end
        default: begin
          wren <= wren;
          wrptr <= wrptr;
          rdptr <= rdptr;
          buff_count <= buff_count;
        end
      endcase
    end
  end
  assign ISEMPTY = (buff_count == 'b0) ? 1'b1 : 1'b0;
  assign ISFULL = (buff_count == BUFFSIZE) ? 1'b1 : 1'b0;
endmodule
`timescale 1ns / 1ps
module memory (
  input                       CLK,
  input                       WREN,
  input   [ADDRWIDTH - 1 : 0] WRADDR,
  input   [DATAWIDTH - 1 : 0] WRDATA,
  input   [ADDRWIDTH - 1 : 0] RDADDR,
  output  [DATAWIDTH - 1 : 0] RDDATA                
);
  parameter DATAWIDTH = 8;
  parameter ADDRWIDTH = 3;
  parameter MEMSIZE   = 8;
  reg [DATAWIDTH - 1 : 0] mem [MEMSIZE - 1 : 0];
  reg [DATAWIDTH - 1 : 0] rddata_reg;
  always @ (posedge CLK) begin
    if(WREN == 1'b1) begin
      mem[WRADDR] <= WRDATA;
    end
    else begin
      mem[WRADDR] <= mem[WRADDR];
    end
  end
  always @ (posedge CLK) begin
    rddata_reg <= mem[RDADDR];
  end
  assign RDDATA = rddata_reg;
endmodule
`timescale 1ns / 1ps
module clk_div(
    input CLKIN,
    input RST,
    input [3:0] BAUD,
    output CLKOUT
    );
    parameter B300    = 19'b1010001011000010100;
    parameter B600    = 19'b0101000101100001010;
    parameter B1200   = 19'b0010100010110000100;
    parameter B2400   = 19'b0001010001011000010;
    parameter B4800   = 19'b0000101000101100000;
    parameter B9600   = 19'b0000010100010110000;
    parameter B19200  = 19'b0000001010001010111;
    parameter B38400  = 19'b0000000101000101011;
    parameter B57600  = 19'b0000000011011000111;
    parameter B115200 = 19'b0000000001101100011; 
    reg [19:0] clk_cntr;
    reg [19:0] baud_rate;
    reg out_clk;
    always @ (BAUD, RST) begin
      if(RST == 1'b1) begin
        baud_rate <= B9600;
      end
      else begin
        case(BAUD)
          4'h0    : baud_rate <= B300;
          4'h1    : baud_rate <= B600;
          4'h2    : baud_rate <= B1200;
          4'h3    : baud_rate <= B2400;
          4'h4    : baud_rate <= B4800;
          4'h5    : baud_rate <= B9600;
          4'h6    : baud_rate <= B19200;
          4'h7    : baud_rate <= B38400;
          4'h8    : baud_rate <= B57600;
          4'h9    : baud_rate <= B115200;
          default : baud_rate <= B9600;
        endcase   
      end
    end
    always @ (posedge CLKIN) begin
      if(RST == 1'b1) begin
        clk_cntr <= 0;
        out_clk <= 0;
      end
      else if(clk_cntr == baud_rate) begin
        clk_cntr <= 0;
        out_clk <= ~out_clk;
      end
      else begin
        clk_cntr <= clk_cntr + 1'b1;
      end
    end
   assign CLKOUT = out_clk; 
endmodule
`timescale 1ns / 1ps
module uart_ctrl(
    input CLK,
    input RST,
    input EN,
    input [3:0] BAUD,
    input TXEN,
    input RXEN,
    output TX,
    input RX,
    input WRITE,
    input [7:0] WRDATA,
    output ISFULL,
    input READ,
    output [7:0] RDDATA,
    output DATARDY
    );
    wire uart_clk;
    wire uart_tx_read;
    wire [7:0] uart_tx_data;
    wire uart_tx_datardy;
    wire uart_tx_empty;
    wire uart_rx_write;
    wire [7:0] uart_rx_data;
    wire uart_rx_full;
    wire uart_rx_empty;
    wire tx_en;
    wire rx_en;
    clk_div clk_div_inst(
      .CLKIN(CLK),
      .RST(RST),
      .BAUD(BAUD),
      .CLKOUT(uart_clk)
    );
    circular_buff buff_tx(
      .CLK(CLK),
      .RST(RST),
      .WRITE(WRITE),
      .WRDATA(WRDATA),
      .READ(uart_tx_read),
      .RDDATA(uart_tx_data),
      .ISFULL(ISFULL),
      .ISEMPTY(uart_tx_empty)
    );
    assign uart_tx_datardy = ~uart_tx_empty;
    circular_buff buff_rx(
      .CLK(CLK),
      .RST(RST),
      .WRITE(uart_rx_write),
      .WRDATA(uart_rx_data),
      .READ(READ),
      .RDDATA(RDDATA),
      .ISFULL(uart_rx_full),
      .ISEMPTY(uart_rx_empty)
    );
    assign DATARDY = ~uart_rx_empty;
    uart_tx tx(
      .CLK(uart_clk),
      .RST(RST),
      .EN(tx_en),
      .DATA(uart_tx_data),
      .DATARDY(uart_tx_datardy),
      .READ(uart_tx_read),
      .TX(TX)
    );
    uart_rx rx(
      .CLK(uart_clk),
      .RST(RST),
      .EN(rx_en),
      .RX(RX),
      .ISFULL(uart_rx_full),
      .WRITE(uart_rx_write),
      .DATA(uart_rx_data)
    );
    assign tx_en = EN ? TXEN ? 1'b1 : 1'b0 : 1'b0;
    assign rx_en = EN ? RXEN ? 1'b1 : 1'b0 : 1'b0;
endmodule
`timescale 1ns / 1ps
module uart_rx(
  input                       CLK,
  input                       RST,
  input                       EN,
  input                       RX,
  input                       ISFULL,
  output                      WRITE,
  output  [DATAWIDTH - 1 : 0] DATA
);
  parameter DATAWIDTH = 8;
  parameter IDLE      = 4'h0;
  parameter START     = 4'h1;
  parameter BIT_RX    = 4'h2;
  parameter STOP      = 4'h3;
  reg                     write_reg;
  reg [DATAWIDTH - 1 : 0] data_reg;
  reg [1:0]               curr_state;
  reg [1:0]               next_state;
  reg [2:0]               bit_cnt;
  always @ (posedge CLK) begin
    if(RST == 1) begin
      curr_state  <=  IDLE;
      next_state  <=  IDLE;
      write_reg   <=  1'h0;
      data_reg    <=  8'h0;
      bit_cnt     <=  3'h0;
    end
    else begin
      case(curr_state)
        IDLE: begin
          write_reg <= 1'b0;
          bit_cnt <= 3'h0;
          if((EN == 1'b1) && (RX == 1'b0) && (ISFULL == 1'b0)) begin
            next_state <= BIT_RX;
          end
          else begin
            next_state <= IDLE;
          end
        end
        BIT_RX: begin
          data_reg[bit_cnt] <= RX;
          write_reg <= 'b0;
          if(bit_cnt == 3'h7) begin
            bit_cnt <= 8'h0;
            next_state <= STOP;
          end
          else begin
            bit_cnt <= bit_cnt + 1'b1;
          end
        end
        STOP: begin
          write_reg <= 1'b1;
          bit_cnt <= 3'h0;
          if(RX <= 1'b1) begin
            next_state <= IDLE;
          end
          else begin
            next_state <= BIT_RX;
          end
        end
        default: begin
          bit_cnt <= 3'h0;
          next_state <= IDLE;
          data_reg <= data_reg;
          write_reg <= 1'b0;
        end
      endcase
      curr_state <= next_state;
    end
  end
  assign DATA = data_reg;
  assign WRITE = write_reg;
endmodule
`timescale 1ns / 1ps
module uart_tx(
  input                       CLK,
  input                       RST,
  input                       EN,
  input   [DATAWIDTH - 1 : 0] DATA,
  input                       DATARDY,
  output                      READ,
  output                      TX
);
  parameter DATAWIDTH = 8;
  parameter IDLE      = 4'h0;
  parameter START     = 4'h1;
  parameter BIT_TX    = 4'h2;
  parameter STOP      = 4'h3;
  reg       read_reg;
  reg       tx_reg;
  reg [1:0] curr_state;
  reg [1:0] next_state;
  reg [2:0] bit_cnt;
  always @ (posedge CLK) begin
    if(RST == 1) begin
      tx_reg <= 1;
      next_state <= IDLE;
      curr_state <= IDLE;
      bit_cnt <= 3'h0;
    end
    else begin
      case(curr_state)
        IDLE: begin
          tx_reg <= 1'b1;
          if((EN == 1'b1) && (DATARDY == 1'b1)) begin
            read_reg <= 1;
            next_state <= START;
          end
          else begin
            read_reg <= 0;
            next_state <= IDLE;
          end
        end
        START: begin
          tx_reg <= 1'b0;
          read_reg <= 1'b0;
          next_state <= BIT_TX;
        end
        BIT_TX: begin
          tx_reg <= DATA[bit_cnt];
          if(bit_cnt == 3'h7) begin
            bit_cnt <= 3'h0;
            next_state <= STOP;
          end
          else begin
            bit_cnt <= bit_cnt + 1'b1;
            next_state <= BIT_TX;
          end
        end
        STOP: begin
          tx_reg <= 1'b1;
          if(DATARDY == 1'b1) begin
            read_reg <= 1'b1;
            next_state <= START;
          end
          else begin
            next_state <= IDLE;
          end
        end
        default: begin
          tx_reg <= 1'b1;
          next_state <= IDLE;
        end
      endcase
      curr_state <= next_state;
    end
  end
  assign READ = read_reg;
  assign TX = tx_reg;
endmodule
### ./run.sh
#!/bin/bash
# OpenROAD 26Q1-2900-gdf79404cd8, Yosys 0.63+post, stock flow scripts
make -C /OpenROAD-flow-scripts/flow DESIGN_CONFIG=/design/flow/config.mk WORK_HOME=/design/flow/orfs finish
### ./config.mk
export PLATFORM = sky130hd
export DESIGN_NAME = uart_ctrl
export DESIGN_NICKNAME = uart_ctrl
export VERILOG_FILES = /design/flow/design.v
export SDC_FILE = /design/flow/constraint.sdc
export NUM_CORES = 4
export LEC_CHECK = 1
export CORE_UTILIZATION = 50
### ./constraint.sdc
current_design uart_ctrl

set clk_period 3.5
set clk_io_pct 0.2

create_clock -name clk0 -period $clk_period [get_ports {CLK}]

set non_clock_inputs [all_inputs -no_clocks]
set_input_delay [expr $clk_period * $clk_io_pct] -clock clk0 $non_clock_inputs
set_output_delay [expr $clk_period * $clk_io_pct] -clock clk0 [all_outputs]
==> reports/metrics.cfg <==
[power_and_ir_drop]
pwr_density_cell_nw_per_um2 = 482
p_leak_nw = 3.63
ir_drop_uv = 388
p_total_w = 0.00500

[run]
cap_violations = 0
warnings = 35

[clocking]
cts-root-buf = clkbuf_16
ctsHoldBuffers = 0
clkTransAtPathRegs_ns = 0.07
postCtsSetupBuffers = 0
numCtsBuffers = 17
htreeDepth = 4
cts_tree = done
clk_path_buf_depth = 2
clock.latency.late_pin_ns = 0.43
cts_resized = 0

[place]
hpwl_mm = 10.9
io_buffers = 30
globalplace.congestion = 0.846

[global_routing]
antenna_found_initial = 0
gr-usage-all-layers_pct = 19.6
grt_util_met3_pct = 5.86
grt_first_pass_wirelength_mm = 26.5
busiest_layer = met1
grt_pass1_vias = 5205
grt_max_degree = 52
grt-ovfl-total = 0
gr-usage-met2_pct = 29.9
use_met1_pct = 31.1

[synth]
ys_chip_area_um2 = 9170
async_flop_share_pct = 0
yosysWarnings = 5
synth_cells = 688
ys_ff = 212
ys_seq_share_pct = 60.4
ys_cells = 688
syn_area_um2 = 9170
ys_types = 63
ff_type = edfxtp_1
edf_count = 129
avgSynthCellArea_um2 = 13.3

[floorplan]
fp.dieH_um = 137
rows = 49
ios = 31
core_util_floorplan_pct = 51.0
die_x_um = 137
die-area_um2 = 18900
coreArea_um2 = 18000

[setup_path]
critPathKind = input pin to flop
cp_max_fo = 19
crit_path_end_kind = flop
arrival_ns = 3.15
cp.required_ns = 3.79
crit_path_start_kind = input pin

[timing]
untimed_endpoints = 91
period_needed_ns = 2.86
grt_setup_unrepaired = no
hold_viol = 0
fmax_mhz = 350
clock_skew_ns = 0.0104
max_slew_margin_pct = 49.9
setup_tns_ns = 0
fin_crit_sh_pct = 81.6
slew_violations = 0
worstMarginPinSlew_ns = 0.749
unclocked_pins = 25
setup_viol = 0

[layout]
drive_gt1_share_pct = 15.6
reg.largest.list = buff_rx.mem.mem: 64 flops, buff_tx.mem.mem: 64 flops, clk_div_inst.clk_cntr: 20 flops
syn2layout_area_growth_pct = 13.2

[route]
via_count = 5311
ant_nets = 0
insertedDiodeCount = 0
firstDrtPassIters = 4
wl_per_cell_um = 16.3
drc = 0
vias_per_cell = 5.46
drt_wl_total_mm = 15.9
drt_iter0_markers = 273

[hold_path]
hold_path_class = flop to flop

[run_status]
status = finished clean

[worst paths after layout]
path,startpoint,slack [ns],cells after the start,end
setup / recovery,BAUD[3],0.64,10,clk_div_inst.clk_cntr[3]
hold / removal,buff_rx.wrptr[1],0.49,2,buff_rx.wrptr[1]
setup reg to reg,clk_div_inst.clk_cntr[4],1.35,7,clk_div_inst.clk_cntr[17]
hold reg to reg,buff_rx.wrptr[1],0.49,2,buff_rx.wrptr[1]
[routing by layer]
| metal | up-vias | wire, um |
|---|---|---|
| li1 | 2632 | - |
| met1 | 2551 | 7230 |
| met2 | 115 | 7680 |
| met3 | 13 | 836 |
| met4 | 0 | 121 |
| met5 | - | 0 |
[layout make-up]
cell class,instances,area [um^2]
inverters,21,78.8
clock inverters,14,139
fillers,1374,7590
well taps,229,287
repair buffers,58,518
flip-flops and latches,212,5540
clock buffers,18,429
multi-input cells,420,3390
[through the flow]
step	hold slack (ns)	cell area [um^2]	util [%]	std cells	worst slack [ns]
5_1_grt	0.517	10400	57.8	972	0.414
3_3_place_gp	0.472	9810	54.6	940	0.222
3_5_place_dp	0.483	9810	54.6	940	0.207
2_1_floorplan	0.461	9170	-	688	0.472
4_1_cts	0.493	10400	57.8	972	0.663
6_report	0.493	10400	57.8	972	0.644
[critical path, stage by stage]
cell	delay (ns)
clkdlybuf4s50_1	0.77
buf_4	0.25
nor3_1	0.07
or3_1	0.33
nand3_1	0.10
nand4_1	0.09
nor4_2	0.34
and3_1	0.26
buf_12	0.16
nor3_1	0.06
[cell families after synthesis]
kind of cell | Yosys count | synth area share (%)
mux | 68 | 12.4
buf+inv | 56 | 2.63
fa+ha+maj | 27 | 3.85
xor+xnor | 42 | 4.01
flops | 212 | 60.4
compound gates | 72 | 5.31
simple gates | 211 | 11.4
[placed cells by master, fill, tap and decap left out, drive strengths merged, types with 3 or more instances in the layout]
| master | instances |
|---|---|
| o22ai | 4 |
| inv | 26 |
| nand2 | 34 |
| a2bb2oi | 3 |
| xor2 | 20 |
| edfxtp | 129 |
| dfxtp | 83 |
| and2 | 3 |
| nand4 | 6 |
| a211oi | 6 |
| clkbuf | 18 |
| nor3 | 30 |
| nor3b | 4 |
| buf | 29 |
| or3 | 4 |
| o21ai | 9 |
| nor2b | 8 |
| ha | 25 |
| mux2i | 12 |
| a31oi | 3 |
| nor4 | 5 |
| a21oi | 24 |
| nor2 | 67 |
| nand3 | 16 |
| mux4 | 34 |
| clkdlybuf4s50 | 29 |
| nand2b | 15 |
| clkinv | 8 |
| mux2 | 22 |
| and3 | 6 |
| xnor2 | 22 |
[report_power, final]
part           switching, W  internal [W]  leakage [nW]  total (W)
Combinational      0.000325      0.000360          1.45   0.000685
Sequential        0.0000531       0.00243          1.90    0.00248
Clock              0.000837      0.000998         0.278    0.00184
Total               0.00121       0.00379          3.63    0.00500
[cells in the mapped netlist (7+ instances only)]
cell,n,share of area (%)
nand3_1,16,0.87
o21ai_0,9,0.49
mux4_2,34,8.4
xor2_1,20,1.9
dfxtp_1,83,18
inv_1,21,0.86
nand2_1,34,1.4
buf_2,7,0.38
mux2_2,21,2.6
ha_1,25,3.4
a21oi_1,24,1.3
nor3_1,30,1.6
xnor2_1,22,2.1
buf_1,11,0.45
nor2b_1,8,0.55
nand2b_1,15,1.0
nor2_1,67,2.7
clkbuf_1,13,0.53
mux2i_1,12,1.3
edfxtp_1,129,42
Power and IR drop assume default switching activity.
