===== design/flow/config.mk =====
export PLATFORM = sky130hd
export DESIGN_NAME = debounce
export DESIGN_NICKNAME = debounce
export VERILOG_FILES = /design/flow/design.v
export SDC_FILE = /design/flow/constraint.sdc
export NUM_CORES = 4
export LEC_CHECK = 1
export CORE_AREA = 10 10 79 79
export DIE_AREA = 0 0 89 89

===== design/flow/constraint.sdc =====
current_design debounce

set clk_period 2.6
set clk_io_pct 0.2

create_clock -name clk0 -period $clk_period [get_ports {CLK}]

set non_clock_inputs [all_inputs -no_clocks]
set_input_delay [expr $clk_period * $clk_io_pct] -clock clk0 $non_clock_inputs
set_output_delay [expr $clk_period * $clk_io_pct] -clock clk0 [all_outputs]

===== design/flow/design.v =====
`timescale 1ns / 1ps
module debounce(
  input CLK,
  input IN,
  output OUT
);
    (*S="TRUE"*) reg [15:0] cntr;
    reg out_val;
    reg out_reg;
    always @ (posedge CLK) begin
      if(out_val != IN) begin
        if(cntr == 16'hff) begin
          cntr <= 0;
        end
        else begin
          cntr <= cntr + 1'b1;
        end
      end
      else begin
        cntr <= 0;
      end
    end
    always @(posedge CLK) begin
      if(cntr == 16'hff) begin
        out_val <= ~out_val;
      end
    end
    assign OUT = out_val;
endmodule

===== design/flow/run.sh =====
#!/bin/bash
# OpenROAD 26Q1-2900-gdf79404cd8, Yosys 0.63+post, stock flow scripts
make -C /OpenROAD-flow-scripts/flow DESIGN_CONFIG=/design/flow/config.mk WORK_HOME=/design/flow/orfs finish

==> flow_summary.toml <==
# yosys + openroad results
[yosys]
synth_cell_types = 27
synthTopCellsByCount = "dfxtp_1, nor2_1, nand3_1, xnor2_1, xor2_1"
ys_seq_share = 0.458
ys_top_logic_family = "simple AND/OR/NAND/NOR gates"
synthMostInstantiatedCell = "dfxtp_1"
ys_sh_aoi = 0.0556
syn_avg_cell_area_um2 = 9.34
top_area_frac = 0.418
ys_warn_count = 1
synthAdderAreaFrac = 0.0163
ff_type = "dfxtp_1"
synth-edff-count = 1
synthXorXnorAreaFrac = 0.126
area_leaders = "dfxtp_1, xnor2_1, nor2_1"
ys_sh_mux = 0
ys_ff = 17
synth_area_um2 = 766
netlist_instances = 82
synth-simple-area-share = 0.288
yosys_area_um2 = 766
top_area_cell = "dfxtp_1"
ys_cells = 82
async_flop_share = 0

[clock_tree]
cts_tree = "built"
cts-root-buf = "clkbuf_8"
cts-buffers-inserted = 3
cts_hold_buf = 0
cts_buffer_depth = 2
cts_resized = 0
clock_sinks = 17
worstSkewPairLatency_ps = 250
path_clk_slew_ps = 60
cts_setup_buffers = 0
htree_num_levels = 1

[critical_path]
start_kind = "register"
cp.arrival_ps = 2100
r2r-end = "cntr[4]$_SDFF_PP0_"
crit_chain = "ha_1, nand4_1, nor4_2, nand2b_1, nor2_1"
worstPathRequired_ps = 2710
critPathKind = "reg -> reg"
slowest_stage = "nand2b_1"
max_stage_delay_ps = 550
rr_worst_depth = 5
cp_max_fo = 16
r2r-start = "cntr[0]$_SDFF_PP0_"
regToRegSetupSlack_ps = 610
cp-end-kind = "register"

[cells_and_area]
layout.area.comb_um2 = 372
layout-drive-gt1-share = 0.0941
fill_cells = 512
seq_area_um2 = 350
layout.cells.non_filler = 139
area_growth_pct = 12.6

[grt]
antenna_found_initial = 0
grt_usage = 0.0349
first_global_vias = 504
overflow = 0
grt_max_degree = 17
grt_pass1_wl_mm = 2.28

[floorplan]
die_h_um = 89
row_count = 25
ios = 3
chipArea_um2 = 7920
core_region_area_um2 = 4660
fp_util = 0.164
die_x_um = 89

[sta]
grt_setup_unrepaired = "false"
hold_violations = 0
timing.fmax_mhz = 503
setup_slack_ps = 610
period_used_share = 0.765
fin_skew_ps = 2.25
period_needed_ps = 1990
setup_tns_ps = 0
finalSetupViolations = 0
final_max_slew_viol_count = 0
worst_hold_slack_ps = 452
tightest_slew_ps = 630
maxSlewHeadroom = 0.580

[drt]
route.vias.total = 543
antenna_left = 0
diodes = 0
viasPerCell = 3.91
drtIter0Drc = 35
drc = 0
dr.pass1.iters = 4
wl_per_cell_um = 9.04
wirelength_mm = 1.26

[worst_hold_path]
hp-start = "cntr[0]$_SDFF_PP0_"
hold_path_depth = 1
holdCritPathClass = "reg -> reg"
hold_end = "cntr[0]$_SDFF_PP0_"

[placed_design]
dp_cells = 135
place_ws_ps = 576
hpwl_um = 890
place_congestion = 0.743
port_buffers = 2

[status]
outcome = "finished, final reports clean"

[power_and_ir_drop]
ir_worst_vdd_v = 0.000238
finalPower_w = 0.000478
cellPowerDensity_nw_per_um2 = 555
leakagePower_nw = 0.276

[run]
tool_warnings = 25
cap_viol_max_count = 0
worst max path at each step:
stage / startpoint / to / slack, ps / cells past startpoint
final: cntr[0]$_SDFF_PP0_ / cntr[4]$_SDFF_PP0_ / 610 / 5
after global routing: cntr[0]$_SDFF_PP0_ / cntr[9]$_SDFF_PP0_ / 370 / 5
after CTS: cntr[0]$_SDFF_PP0_ / cntr[4]$_SDFF_PP0_ / 570 / 5
registers in the layout, summed over array words and instances (netlist names):
name,flops
cntr,16
out_val,1
through the flow:
stage                     instance area (µm²)  utilization
after floorplan                           766            -
after global placement                    817        0.175
after detailed placement                  817        0.175
after CTS                                 862        0.185
after global routing                      862        0.185
final                                     862        0.185
metal layers:
metal | GRT usage | vias to the layer above | share of wire
met1 | 0.0478 | 246 | 0.48
met3 | 0.0174 | 2 | 0.065
met4 | 0.00578 | 0 | 0.015
met5 | 0 | - | 0
met2 | 0.0492 | 5 | 0.44
li1 | - | 290 | -
placed cells by master (no fill, tap or decap):
| master | netlist | layout |
|---|---|---|
| a21oi_1 | 4 | 4 |
| and3_1 | 1 | 1 |
| and4_1 | 1 | 1 |
| and4_2 | 1 | 1 |
| clkbuf_1 | 0 | 1 |
| clkbuf_8 | 0 | 3 |
| clkdlybuf4s50_1 | 0 | 2 |
| dfxtp_1 | 16 | 16 |
| edfxtp_1 | 1 | 1 |
| ha_1 | 1 | 1 |
| inv_1 | 2 | 2 |
| nand2_1 | 4 | 4 |
| nand2b_1 | 1 | 1 |
| nand3_1 | 6 | 6 |
| nand4_1 | 3 | 3 |
| nor2_1 | 12 | 12 |
| nor2_2 | 2 | 2 |
| nor3_1 | 1 | 1 |
| nor3b_1 | 1 | 1 |
| nor4_2 | 1 | 1 |
| o21ai_0 | 3 | 3 |
| o31ai_1 | 1 | 1 |
| or3_1 | 2 | 2 |
| or3_2 | 1 | 1 |
| or4_1 | 3 | 3 |
| xnor2_1 | 6 | 6 |
| xor2_1 | 5 | 5 |
logic make-up (layout without fill, tap and decap cells):
kind of cell,after synthesis,count (layout)
adder cells (fa/ha/maj),1,1
AND-OR/OR-AND,8,8
XOR/XNOR,11,11
buffers and inverters,5,8
AND/OR/NAND/NOR,40,40
flip-flops,17,17
area by class of cell:
cell class,instances,share of cell area
Inverter,2,0.00871
Tap cell,54,0.0784
Clock buffer,4,0.0522
Multi-Input combinational cell,60,0.431
Timing Repair Buffer,2,0.0232
Sequential cell,17,0.406
report_power, final:
part | switching [W] | internal [W]
registers | 0.00000304 | 0.000267
clock network | 0.0000854 | 0.000109
logic | 0.00000844 | 0.00000614
worst max-delay path, delay by kind of cell (launching register included):
family	cells	cell delay, ps
and+or+nand+nor	4	1260
adders and majority gates	1	230
DFF	1	360
